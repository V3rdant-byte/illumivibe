[design.v]
module Blink_mode(
	input clk,
	input data_ready,
	input [7:0]red_in, 
	input [7:0]green_in, 
	input [7:0]blue_in, 
	input reset,
	input [6:0] start_index,
	output reg DO,
	output reg finish_currentled,  
	output reg finish_ledSet  
				);
   function integer log2;
      input integer                    value;
      begin
         value = value-1;
         for (log2=0; value>0; log2=log2+1)
           value = value>>1;
      end
   endfunction
   localparam integer CYCLE_COUNT         = 50000000 / 800000;
   localparam integer H0_CYCLE_COUNT      = 0.32 * CYCLE_COUNT;
   localparam integer H1_CYCLE_COUNT      = 0.64 * CYCLE_COUNT;
   localparam integer CLOCK_DIV_WIDTH     = log2(CYCLE_COUNT);
   localparam integer RESET_COUNT         = 100 * CYCLE_COUNT;
   localparam integer RESET_COUNTER_WIDTH = log2(RESET_COUNT);
   reg [CLOCK_DIV_WIDTH-1:0]             clock_div;            
   reg [RESET_COUNTER_WIDTH-1:0]         reset_counter;        
   localparam STATE_RESET    = 3'd0;
   localparam STATE_LATCH    = 3'd1;
   localparam STATE_PRE      = 3'd2;
   localparam STATE_TRANSMIT = 3'd3;
   localparam STATE_POST     = 3'd4;
	localparam IDLE   = 3'd5;
   reg [2:0]                           state;               
   localparam COLOR_G     = 2'd0;
   localparam COLOR_R     = 2'd1;
   localparam COLOR_B     = 2'd2;
   reg [1:0]                           color;               
	reg [7:0]                           current_byte;        
   reg [2:0]                           current_bit;         
	reg [7:0]  red;
   reg [7:0]  green;
   reg [7:0]  blue;
	reg [6:0] index_wirte;  
   always @ (posedge clk) begin
      if (reset) begin
         state <= STATE_RESET;
         DO <= 0;
         reset_counter <= 0;
         color <= COLOR_G;
         current_bit <= 7;
      end
      else begin
         case (state)
           STATE_RESET: begin
				  finish_currentled<=0;
				  finish_ledSet<=0;
              DO <= 0;
				  index_wirte <= start_index;
              if (reset_counter == RESET_COUNT-1) begin
                 reset_counter <= 0;
                 state <= IDLE;
              end
              else begin
                 reset_counter <= reset_counter + 1;
              end
           end 
			IDLE: begin
					if (data_ready) state <= STATE_LATCH;
					else state <= IDLE;
				end
           STATE_LATCH: begin   
			   finish_currentled<=0;
				red <= red_in;
				blue <= blue_in;
				current_byte <= green_in;
				color <= COLOR_G;   
				current_bit <= 7;  
				state <= STATE_PRE;
				end
           STATE_PRE: begin
              clock_div <= 0;
              DO <= 1;
              state <= STATE_TRANSMIT;
           end
           STATE_TRANSMIT: begin
              if (current_byte[7] == 0 && clock_div >= H0_CYCLE_COUNT) begin
                 DO <= 0;
              end
              else if (current_byte[7] == 1 && clock_div >= H1_CYCLE_COUNT) begin
                 DO <= 0;
              end
              if (clock_div == CYCLE_COUNT-1) begin
                 state <= STATE_POST;
              end
              else begin
                 clock_div <= clock_div + 1;
              end
           end
           STATE_POST: begin
              if (current_bit != 0) begin
                 current_byte <= {current_byte[6:0], 1'b0};
                 case (current_bit)
                    7: current_bit <= 6;
                    6: current_bit <= 5;
                    5: current_bit <= 4;
                    4: current_bit <= 3;
                    3: current_bit <= 2;
                    2: current_bit <= 1;
                    1: current_bit <= 0;
                 endcase
                 state <= STATE_PRE;
              end
              else begin
                 case (color)
                    COLOR_G: begin
                       color <= COLOR_R;
                       current_byte <= red;
                       current_bit <= 7;
                       state <= STATE_PRE;
                    end
                   COLOR_R: begin
                      color <= COLOR_B;
                      current_byte <= blue;
                      current_bit <= 7;
                      state <= STATE_PRE;
                   end
                   COLOR_B: begin
						 index_wirte <= index_wirte+1;
						 finish_currentled <= 1;  
						 if(index_wirte == start_index + 4 ) begin
							finish_ledSet <= 1;  
							state <= STATE_RESET;
						 end
						 else state <= IDLE;
						 end
						endcase
					end
				end
         endcase
      end
   end
endmodule
module UnitLed(input clk,
					input reset,
					input start,
					input [23:0] color,
					input [6:0] start_index,
					output gpio_0,
					output finish_ledSet
					);
	reg data_ready;
	reg [7:0] red_in;
	reg [7:0] green_in;
	reg [7:0] blue_in;
	reg [7:0] counter = 8'd0;
	wire finish_currentled;
	reg [3:0] state;
	localparam STATE_START = 4'd0;
	localparam STATE_TRANSMIT = 4'd1;
	localparam STATE_WAIT = 4'd2;
	localparam STATE_FINISH = 4'd3;
	localparam STATE_RESET = 4'd5;
	Blink_mode bm(.clk(clk),
	.data_ready(data_ready),
	.red_in(red_in), 
	.green_in(green_in), 
	.blue_in(blue_in), 
	.reset(reset),
	.DO(gpio_0),
	.finish_currentled(finish_currentled),  
	.finish_ledSet(finish_ledSet),  
	.start_index(start_index)
	);
	always@(posedge clk) begin
		if (reset) begin
			state <= STATE_RESET;
		end
		else begin
			case(state)
				STATE_RESET: begin
					if (start) state <= STATE_START;
					else begin
					red_in <= color[23:16];
					green_in <= color[15:8];
					blue_in <= color[7:0];
					data_ready <= 1'h0;
					counter <= 8'd0;
					state <= STATE_RESET;
					end
				end
				STATE_START: begin
					data_ready <= 1'h0;
					counter <= 8'd0;
					state <= STATE_TRANSMIT;
				end
				STATE_TRANSMIT: begin
					data_ready <= 1'h1;
					state <= STATE_WAIT;
				end
				STATE_WAIT: begin
					if(finish_ledSet) state <= STATE_RESET;
					else if (finish_currentled) begin
					   data_ready <= 1'h0;
						state <= STATE_FINISH;
					end
					else state <= STATE_WAIT;
			   end
				STATE_FINISH: begin
					data_ready <= 1'h0;
					counter <= counter + 8'd1;
					state <= STATE_TRANSMIT;
				end
				default: begin
					state <= STATE_RESET;
				end
			endcase
		end
	end
endmodule
[run.sh]
#!/bin/bash
# OpenROAD 26Q1-2900-gdf79404cd8, Yosys 0.63+post, stock flow scripts
make -C /OpenROAD-flow-scripts/flow DESIGN_CONFIG=/design/flow/config.mk WORK_HOME=/design/flow/orfs finish
[config.mk]
export PLATFORM = sky130hd
export DESIGN_NAME = UnitLed
export DESIGN_NICKNAME = UnitLed
export VERILOG_FILES = /design/flow/design.v
export SDC_FILE = /design/flow/constraint.sdc
export NUM_CORES = 4
export LEC_CHECK = 1
export CORE_UTILIZATION = 30
[constraint.sdc]
current_design UnitLed

set clk_period 2.8
set clk_io_pct 0.2

create_clock -name clk0 -period $clk_period [get_ports {clk}]

set non_clock_inputs [all_inputs -no_clocks]
set_input_delay [expr $clk_period * $clk_io_pct] -clock clk0 $non_clock_inputs
set_output_delay [expr $clk_period * $clk_io_pct] -clock clk0 [all_outputs]
==> changes_impl.md <==
## Flow update

* Sw Ratio at 21.5%
* Placer congestion estimate at 0.802
* Chip Area, Yosys at 4030 sq um
* CTS Buffer Depth at 2
* Final antenna-violating net count at 0
* Critical path type: in -> reg
* Sw power at 607 uW
* Worst-margin pin slew at 744 ps
* First-pass GRT wire length at 11200 um
* Largest net degree at the start of global routing at 25
* Achievable frequency at 477 MHz
* All-layer global routing usage at 10.2%
* I/O pin count at 36
* # port buffers at 35
* GRT Residual Overflow at 0
* Max cap viols at 0
* Number of synthesized flops with an enable pin at 64
* # rows at 41
* Reg2Reg Setup Slack at 740 ps
* N_diodes at 0
* # DRC at 0
* Power Density at 578 nW/um^2
* Ys flop type: edfxtp_1
* Die area at 13900 sq um
* Setup WS pre-CTS at 340 ps
* Post-Syn Area at 4030 sq um
* Worst skew pair latency at 340 ps
* Comb pwr share at 4.7%
* DRT Pass-1 Iters at 4
* Area grow syn2layout at 21.2%
* Tool warning count at 28
* DR iter-0 viols at 98
* Slew headroom at 50.3%
* Register area share after synthesis at 63.1%
* Startpoint types: primary input
* Min-Delay Path Class: reg -> reg
* FFs w/ async S/R, synth at 0%
* Seq pwr share at 54.6%
* TritonCTS clock tree: done
* Clk sinks at 95
* Cell total in the yosys stat output at 332
* WHS at 420 ps
* Vias at 2460
* Final setup violation count at 0
* Clk network pwr share at 40.7%
* Final Worst Setup Slack at 705 ps
* Initial antenna violation count at 0
* Fill count at 1232
* Fin. Hold Viols at 0
* Crit path DAT at 2150 ps
* Worst Path Max Fanout at 6
* Max Slew Vio Count at 0
* H-tree depth at 3
* Crit path DRT at 2860 ps
* Fin Clk Skew at 7.01 ps
* Top-area cell share at 47.7%
* Top-count cell post-synth: edfxtp_1
* Avg Cell Area, Syn at 12.1 sq um
* Cells after synthesis at 332
* Core region area at 12900 sq um
* Top cells, area: edfxtp_1 (48%), dfxtp_1 (15%), xnor2_1 (3.9%), nor2_1 (3.3%), mux2i_1 (2.5%)
* Post-synth cell types at 45
* RSZ-0062 raised after global routing: no
* WL final at 6370 um
* # hold bufs at CTS at 0
* Clock slew at reported path FFs at 70 ps
* Hold path cells at 0
* Vias in the first global route at 2359
* Init Core Util at 31.3%
* Post_cts resized at 0
* CP endpoint kind: register
* Outcome: finished clean
* Reg2Reg Depth at 3
* Tmin final at 2100 ps
* Layout cells sized above 1 at 8.20%
* Setup bufs post-CTS at 0
* Ys Warns at 4
* Clk root buf: clkbuf_16
* Chip Height at 118 um
* Post-synth top area cell: edfxtp_1
* Int Power at 2220 uW
* Setup Total Neg Slack at 0 ps
* Routed vias/inst at 4.47
* Final cycle utilization of the critical path at 74.8%
* Registers, synthesis at 95
* Total CTS buffers at 9
* Peak supply drop at 0.000349 V
* Routed len/inst at 11.6 um
* Leakage power at 0.00166 uW
* Die X at 118 um
* List of most frequent post-synthesis cells: edfxtp_1 (64), nor2_1 (35), dfxtp_1 (31), nand2_1 (18), xnor2_1 (18)
* DPL Wire Length at 4430 um
## sequential cells by signal, indices dropped and copies added, names as in the netlist, 3 cells and up
name	count
bm.clock_div	6
blue_in	8
bm.blue	8
red_in	8
bm.red	8
bm.state	6
green_in	8
bm.reset_counter	13
bm.current_byte	8
bm.current_bit	3
bm.color	3
state	5
bm.index_wirte	7
## cell usage in the layout (no fill, tap or decap), types with 8 or more instances in the layout
cell             netlist  routed
xor2_1                11      11
edfxtp_1              64      64
inv_1                 16      16
dfxtp_1               31      31
nor2_1                35      35
clkbuf_16              0       9
xnor2_1               18      18
mux2i_1               10      10
and3_1                 8       8
nand3_1               12      12
nand2b_1               9       9
nand2_1               18      18
clkdlybuf4s50_1        0      35
a21oi_1               17      17
## final timing paths
check | startpoint | to
min reg2reg | blue_in[2]$_DFFE_PP_ | bm.blue[2]$_DFFE_PP_
max reg2reg | bm.state[1]$_DFF_P_ | bm.current_byte[7]$_DFFE_PP_
min | blue_in[2]$_DFFE_PP_ | bm.blue[2]$_DFFE_PP_
max | start_index[2] | bm.finish_ledSet$_DFFE_PP_
## through the flow
stage	utilization, %	std cells	total power [uW]	cell area (sq um)
2_1_floorplan	-	332	1630	4040
3_3_place_gp	35.8	534	1710	4600
3_5_place_dp	35.8	534	1710	4600
4_1_cts	38.0	550	2860	4890
5_1_grt	38.0	550	2940	4890
6_report	38.0	550	2830	4890
## kinds of logic (layout without fill, tap and decap cells)
kind of cell             Yosys count  after routing  share of synthesized area (%)
AND-OR/OR-AND                     47             47                           7.98
XOR/XNOR                          29             29                           6.30
adder cells (fa/ha/maj)            6              6                           1.86
buffers and inverters             28             74                           2.89
flip-flops                        95             95                           63.1
multiplexers                      11             11                           2.76
AND/OR/NAND/NOR                  116            116                           15.1
## worst max-delay path, stage by stage
cell,delay (ps)
clkdlybuf4s50_1,580
ha_1,240
nand3_1,130
a211o_1,240
nand3_1,100
nand4_1,120
a21boi_2,170
## power groups by stage
stage / Sequential, uW / Clock (uW) / Combinational [uW]
after CTS: 1540 / 1180 / 135
after global routing: 1540 / 1250 / 148
final: 1540 / 1150 / 133
## layer usage
metal	share of wire (%)	GRT usage [%]
met1	51	16.4
met2	43	14.6
met3	5.1	3.11
met4	1.5	1.44
met5	0	0
## layout make-up
cell class | instances | area [sq um] | area share, %
clock buffer | 10 | 229 | 4.69
timing repair buffer | 42 | 403 | 8.24
tap | 172 | 215 | 4.40
multi-input combinational | 209 | 1380 | 28.3
sequential | 95 | 2540 | 52.0
inverter | 16 | 60.1 | 1.23
clock inverter | 6 | 53.8 | 1.10
Power is estimated from default activity; no workload was simulated.

File: flow/config.mk
export PLATFORM = sky130hd
export DESIGN_NAME = Generate_Organ_Tone_Divided_Clk32
export DESIGN_NICKNAME = Generate_Organ_Tone_Divided_Clk32
export VERILOG_FILES = /design/flow/design.v
export SDC_FILE = /design/flow/constraint.sdc
export NUM_CORES = 4
export LEC_CHECK = 1
export CORE_AREA = 10 10 114 114
export DIE_AREA = 0 0 124 124
File: flow/constraint.sdc
current_design Generate_Organ_Tone_Divided_Clk32

set clk_period 5.0
set clk_io_pct 0.2

create_clock -name clk0 -period $clk_period [get_ports {inclk}]

set non_clock_inputs [all_inputs -no_clocks]
set_input_delay [expr $clk_period * $clk_io_pct] -clock clk0 $non_clock_inputs
set_output_delay [expr $clk_period * $clk_io_pct] -clock clk0 [all_outputs]
File: flow/design.v
module clock_divider(inclk,outclk,
	 outclk_not,clk_count,Reset);
	 input inclk;
	 input Reset;
     output outclk;
	 output outclk_not;
	 input[31:0] clk_count;
	 logic [31:0] x;
	 always_ff@(posedge inclk)
	 begin
	 if (Reset) begin x <= 0 ;outclk <= 1'b0 ; end	 
	 else begin
		if(x >= clk_count) begin					 
		outclk <= !outclk;							 
		x <= 0;
		end 
		else x <= x + 1;
	 end
	 end
endmodule
module Generate_Organ_Tone_Divided_Clk32(inclk,outclk,outclk_Not,div_clk_count,Reset);
    input inclk;
	input Reset;
    output outclk;
	output outclk_Not;
	input[31:0] div_clk_count;
	clock_divider clk_div(.inclk(inclk),.outclk(outclk),
	.outclk_not(outclk_Not),.clk_count(div_clk_count),.Reset(Reset));
endmodule
File: flow/run.sh
#!/bin/bash
# OpenROAD 26Q1-2900-gdf79404cd8, Yosys 0.63+post, stock flow scripts
make -C /OpenROAD-flow-scripts/flow DESIGN_CONFIG=/design/flow/config.mk WORK_HOME=/design/flow/orfs finish
==> impl_report.txt <==
RUN METRICS
----------------------------------------------------
[Status]
  Status ........................ completed

[Worst setup path]
  Capture point of the worst reg-to-reg path ........................ clk_div.x[21]
  Cell type of the slowest stage on the worst timing path ........................ clkdlybuf4s50_1
  Crit path max-delay family ........................ simple AND/OR/NAND/NOR gates
  Reg-to-reg critical path startpoint ........................ clk_div.x[0]
  Critical Setup Path Class ........................ in2reg
  Number of buffers and inverters on the critical path ........................ 2
  Data arrival at the endpoint of the critical path ........................ 3.27 ns
  CP peak stage delay ........................ 0.45 ns
  Req. time, crit path ........................ 5.15 ns
  CP cell instances ........................ clkdlybuf4s50_1 > inv_1 > ha_1 > nand4_1 > or3_1 > nand3b_1 > a31o_2 > nand3b_4 > nor2_1
  Cell depth of the worst flop-to-flop path ........................ 8
  Peak fanout along the critical path ........................ 32
  Number of cells on the critical path ........................ 9
  Startpoint Class ........................ primary input
  Setup slack of the worst register-to-register path ........................ 2.63 ns
  Origin of the worst setup path ........................ div_clk_count[29]
  Critical Path End ........................ clk_div.x[21]
  Crit path capture type ........................ flip-flop

[GRT]
  Pin count of the biggest net entering global routing ........................ 33
  Initial antenna violation count ........................ 0
  Overflow left after global routing ........................ 0
  Global-route wire length before repair ........................ 8452 um
  Number of global-route vias before repair ........................ 1808
  Global-route total usage across every layer ........................ 6.643%

[Floorplan]
  Number of top-level design ports ........................ 36
  Row cnt ........................ 37
  Initial cell density of the core ........................ 21.89%
  Die outline width ........................ 124 um
  Total Die Area ........................ 0.01538 sq mm
  Y dimension of the die ........................ 124 um
  Core Footprint ........................ 0.01042 sq mm

[Power]
  Total power divided by cell area ........................ 192.4 mW/mm^2
  Peak supply drop ........................ 98.74 uV
  Total Power Consumption ........................ 0.5474 mW
  Leakage component of the power ........................ 1.280 nW

[Logic synthesis]
  Seq share, synth ........................ 28.98%
  Syn Inst Count ........................ 270
  Number of different library cells in the post-synthesis netlist ........................ 39
  Average size of a mapped cell ........................ 8.443 sq um
  Most area-consuming cells after synthesis ........................ dfxtp_1, ha_1, xor2_1
  Total cells reported by yosys after synthesis ........................ 270
  Top-area cell share ........................ 28.98%
  YS warnings ........................ 4
  Total standard cell area after synthesis ........................ 0.002280 sq mm
  Chip area from the yosys synthesis statistics ........................ 0.002280 sq mm
  Post-synthesis register bit count ........................ 33
  Cell taking the most area after synthesis ........................ dfxtp_1

[Routing]
  Total Routed Length ........................ 4836 um
  Post-DRT Antenna Nets ........................ 0
  Iteration tally of the first detailed-router pass ........................ 4
  Detail-routed via count per cell ........................ 4.079
  Residual DRC count ........................ 0
  Initial DRC count ........................ 92
  Mean routed wirelength per cell ........................ 10.92 um
  Overall via count from detail_route ........................ 1807
  # diodes ........................ 0

[Placed design]
  Placed wire-length estimate after detailed placement ........................ 3953 um
  Global placer's final weighted congestion ........................ 0.8177
  # placed instances ........................ 435
  Buffers on Ports ........................ 34

[Finish]
  Most common logic cell in the routed design ........................ inv_1
  Area delta synth->final ........................ 24.81%
  Non-Filler Instances ........................ 443
  Top cells excl fill/tap ........................ inv_1, clkdlybuf4s50_1, ha_1, dfxtp_1, nor2_1
  Fraction of final layout cells sized beyond drive strength 1 ........................ 9.121%

[Clock tree]
  CTS clock-pin slew for the worst setup and hold paths ........................ 0.07 ns
  Number of buffers added to fix hold violations after cts ........................ 0
  Clock root cell ........................ clkbuf_8
  Clock buffer depth ........................ 2
  Clock insertion delay at the later pin of the skew report ........................ 0.28 ns
  TritonCTS buffer count ........................ 5
  PostCTS Resize Cnt ........................ 0
  Number of buffers added for setup after CTS ........................ 0
  TritonCTS clock tree ........................ built
  Clock sink count ........................ 33
  Number of H-tree levels ........................ 2

[Timing]
  Fin Clk Skew ........................ 0.004729 ns
  Unrepaired setup endpoints after global routing ........................ no
  Actual slew at the worst max-slew pin ........................ 0.8440 ns
  Final hold vios ........................ 0
  Min Hold Slack ........................ 0.4846 ns
  Highest clock rate ........................ 321.0 MHz
  Number of pins exceeding their max-slew limit in the final report ........................ 0
  Crit share post-route ........................ 62.30%
  Normalized max-slew margin ........................ 43.61%
  Final period demand of the worst path ........................ 3.115 ns
  Final setup TNS ........................ 0 ns
  Endpoints failing setup ........................ 0

[Run]
  Total number of warnings across the stage logs ........................ 25
  Maxcap violations ........................ 0

[Hold path]
  Worst hold start ........................ clk_div.x[0]
  Kind of path behind the tightest hold check ........................ reg2reg
  Worst hold path stage count ........................ 1

----------------------------------------------------
-- state kept, by name (all words and copies together) (netlist names) --
name	cells
clk_div.outclk	1
clk_div.x	32
-- through the flow --
step           worst slack (ns)  util, %  instance area (sq um)
2_1_floorplan             2.353        -                   2280
3_3_place_gp              1.580    26.34                   2744
3_5_place_dp              1.545    26.34                   2744
4_1_cts                   1.848    27.32                   2845
5_1_grt                   1.740    27.32                   2845
6_report                  1.885    27.32                   2845
-- worst reg2reg max path, cell delays in order, from the launching register on --
cell      delay (ns)
dfxtp_1         0.40
inv_1           0.06
ha_1            0.26
nand2b_4        0.13
a2111o_1        0.42
a32oi_1         0.22
a31o_2          0.22
nand3b_4        0.35
nor2_1          0.22
-- area by class of cell --
cell class,instances,area [sq um]
clock buffers,7,96.34
fillers,1103,7571
repair buffers,34,340.3
clock inverters,1,5.005
multi-input cells,197,1441
flip-flops and latches,33,660.6
well taps,136,170.2
inverters,35,131.4
-- cells by family after synthesis --
kind of cell	Yosys count	share of synthesized area, %
compound gates	24	6.257
simple gates	108	26.51
buf+inv	40	7.794
flops	33	28.98
fa+ha+maj	33	18.11
other cells	1	0.1645
xor+xnor	30	11.53
mux	1	0.6584
-- synthesized netlist by cell type, drive strengths merged --
| master | number |
|---|---|
| and3 | 6 |
| conb | 1 |
| o21ai | 6 |
| inv | 35 |
| or3 | 2 |
| nand3b | 2 |
| xor2 | 23 |
| a32oi | 1 |
| dfxtp | 33 |
| nor2b | 2 |
| xnor2 | 7 |
| nand2 | 19 |
| nor3b | 1 |
| a2111o | 1 |
| nor2 | 38 |
| nand3 | 13 |
| nand2b | 2 |
| nand4 | 11 |
| o211a | 1 |
| a221oi | 1 |
| buf | 5 |
| or2b | 1 |
| and2 | 2 |
| nor4 | 1 |
| a31o | 1 |
| and4 | 4 |
| ha | 33 |
| mux2 | 1 |
| nor3 | 4 |
| a21oi | 13 |
-- per-layer routing --
metal  global-route usage (%)  part of all wire [%]  vias up
met1                    9.560                    50      793
met2                    10.00                    41       31
met5                        0                     0        -
met3                    1.837                   6.5        6
li1                         -                     -      977
met4                   0.9353                   1.8        0
-- where the power goes --
part | switching, mW | internal (mW) | leakage [nW]
Combinational | 0.0249 | 0.0375 | 0.959
Clock | 0.0931 | 0.124 | 0.0542
Sequential | 0.00256 | 0.265 | 0.266
Total | 0.121 | 0.427 | 1.28
-- how the worst min path moves through the flow --
stage             endpoint  slack (ns)
CTS           clk_div.x[0]        0.48
global route  clk_div.x[0]        0.49
finish        clk_div.x[0]        0.48
Power figures rest on the tool's default switching activity, not on a simulated workload.

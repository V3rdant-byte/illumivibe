===== design.v =====
module SevenSegmentDisplayDecoder(ssOut, nIn);
  output [6:0] ssOut;
  reg [6:0] ssOut_tmp;
  input [3:0] nIn;
  always @*
    case (nIn)
      4'h0: ssOut_tmp = 7'b0111111;
      4'h1: ssOut_tmp = 7'b0000110;
      4'h2: ssOut_tmp = 7'b1011011;
      4'h3: ssOut_tmp = 7'b1001111;
      4'h4: ssOut_tmp = 7'b1100110;
      4'h5: ssOut_tmp = 7'b1101101;
      4'h6: ssOut_tmp = 7'b1111101;
      4'h7: ssOut_tmp = 7'b0000111;
      4'h8: ssOut_tmp = 7'b1111111;
      4'h9: ssOut_tmp = 7'b1101111;
      4'hA: ssOut_tmp = 7'b1110111;
      4'hB: ssOut_tmp = 7'b1111100;
      4'hC: ssOut_tmp = 7'b0111001;
      4'hD: ssOut_tmp = 7'b1011110;
      4'hE: ssOut_tmp = 7'b1111001;
      4'hF: ssOut_tmp = 7'b1110001;
    endcase
	assign ssOut = ~ssOut_tmp;
endmodule

===== run.sh =====
#!/bin/bash
# OpenROAD 26Q1-2900-gdf79404cd8, Yosys 0.63+post, stock flow scripts
make -C /OpenROAD-flow-scripts/flow DESIGN_CONFIG=/design/flow/config.mk WORK_HOME=/design/flow/orfs finish

===== config.mk =====
export PLATFORM = sky130hd
export DESIGN_NAME = SevenSegmentDisplayDecoder
export DESIGN_NICKNAME = SevenSegmentDisplayDecoder
export VERILOG_FILES = /design/flow/design.v
export SDC_FILE = /design/flow/constraint.sdc
export NUM_CORES = 4
export LEC_CHECK = 1
export CORE_AREA = 10 10 70 70
export DIE_AREA = 0 0 80 80

===== constraint.sdc =====
current_design SevenSegmentDisplayDecoder

set clk_period 1.0
set clk_io_pct 0.2

create_clock -name clk0 -period $clk_period

set non_clock_inputs [all_inputs -no_clocks]
set_input_delay [expr $clk_period * $clk_io_pct] -clock clk0 $non_clock_inputs
set_output_delay [expr $clk_period * $clk_io_pct] -clock clk0 [all_outputs]

==> flow_metrics.env <==
# flow metrics
export IMPL_outcome="finished with violations"
export IMPL_violations="negative setup slack"
export IMPL_design_area_um2=659
export IMPL_leakage_nw=0.287
export IMPL_clock_buffers=0
export IMPL_drive_above_1_share_pct=80.0
export IMPL_setup_ws_ns=-0.396
export IMPL_min_path_type="primary input to output pin"
export IMPL_critical_path_startpoint_type="primary input"
export IMPL_rsz0062_at_grt="true"
export IMPL_log_warning_count=40
export IMPL_powerDensity_mw_per_mm2=372
export IMPL_worstMarginPinSlew_ns=0.176
export IMPL_yosysWarnings=1
export IMPL_crit_type="primary input to output pin"
export IMPL_internal_power_mw=0.148
export IMPL_final_hold_viol_count=0
export IMPL_pre_cts_slack_ns=-1.25
export IMPL_critPathMaxFanout=4
export IMPL_crit_required_ns=0.80
export IMPL_placed_cells=97
export IMPL_die_w_um=80
export IMPL_grt_pass1_vias=349
export IMPL_ys_sh_simple_pct=22.3
export IMPL_netlist_instances=31
export IMPL_globalRoute_totalOverflow=0
export IMPL_antenna_found_initial=0
export IMPL_avgSynthCellArea_um2=8.15
export IMPL_xor_share_pct=0
export IMPL_min_to="ssOut[3]"
export IMPL_synth_distinct_cells=17
export IMPL_first_pass_iters=2
export IMPL_die_y_um=80
export IMPL_power_frac_clock_pct=0
export IMPL_ir_drop_v=0.000107
export IMPL_rows=21
export IMPL_setup_viol_count_final=7
export IMPL_switching_share_pct=39.7
export IMPL_seqCellArea_um2=0
export IMPL_post_drt_wl_per_cell_um=8.75
export IMPL_crit_path_end_kind="output pin"
export IMPL_synthesis_area_um2=253
export IMPL_aoi_share_pct=18.8
export IMPL_viasPerCell=3.11
export IMPL_most_common_layout_cells="buf_2, buf_4, ha_4, buf_6"
export IMPL_postPlaceCellArea_um2=534
export IMPL_period_used_pct=140
export IMPL_ys_chip_area_um2=253
export IMPL_switchingPower_mw=0.0973
export IMPL_pwr_share_seq_pct=0
export IMPL_portBuffers=11
export IMPL_holdPathStages=3
export IMPL_cts_hold_buf=0
export IMPL_mux_area_share_pct=18.3
export IMPL_vias=314
export IMPL_fmax_mhz=716
export IMPL_cap_violations=0
export IMPL_grt_pass1_wl_um=1630
export IMPL_place_congestion=0.760
export IMPL_power_frac_comb_pct=100.0
export IMPL_relSlewSlack_pct=88.2
export IMPL_flops=0
export IMPL_dpl_hpwl_um=698
export IMPL_drt_iter0_drc=9
export IMPL_ant_nets=0
export IMPL_top_logic_kind="adder cells"
export IMPL_adder_share_pct=29.7
export IMPL_worstHoldStart="nIn[3]"
export IMPL_fp_util_pct=7.40
export IMPL_layout_cells_non_filler=101
export IMPL_io_pins=11
export IMPL_slew_violations=0
export IMPL_routed_wl_um=884
export IMPL_num_antenna_cells=0
export IMPL_crit_arrival_ns=1.20
export IMPL_grt_total_usage_pct=2.98
export IMPL_min_period_ns=1.40
export IMPL_grt_max_degree=6
export IMPL_area_growth_pct=161
export IMPL_dieArea_mm2=0.00640
export IMPL_yosys_cells=31
export IMPL_design_core_area_mm2=0.00342
export IMPL_drc=0
export IMPL_ys_seq_share_pct=0
export IMPL_tns_ns=-1.84
-- routing by layer --
metal | global-route usage, % | vias to the layer above | part of all wire [%]
li1 | - | 164 | -
met1 | 3.84 | 141 | 43
met2 | 4.74 | 9 | 42
met3 | 1.36 | 0 | 14
met4 | 0 | 0 | 0
met5 | 0 | - | 0
-- worst max-delay path, stage by stage --
cell	delay, ns
buf_12	0.11
inv_16	0.04
ha_4	0.25
inv_2	0.03
mux4_2	0.44
buf_2	0.13
-- cell type report --
cell class	instances	area, um2
fill	374	2760
inverter	3	35.0
multi-input combinational	26	333
tap	46	57.6
timing repair buffer	26	234
-- cell usage after synthesis --
library cell | count | area share [%]
o32ai_1 | 1 | 3.5
buf_2 | 1 | 2.0
a32o_1 | 1 | 4.0
ha_1 | 6 | 30
inv_1 | 3 | 4.5
mux2i_1 | 2 | 7.9
buf_6 | 1 | 4.5
a22o_1 | 2 | 6.9
o21ai_1 | 1 | 2.0
mux4_1 | 1 | 10
a31oi_1 | 1 | 2.5
nand2_1 | 3 | 4.5
nor2_2 | 1 | 2.5
nor2_1 | 3 | 4.5
nor2b_1 | 2 | 4.9
nand2b_1 | 1 | 2.5
or3b_1 | 1 | 3.5
-- power groups by stage --
stage / Clock, mW / Sequential [mW] / Combinational [mW]
4_1_cts: 0 / 0 / 0.246
6_report: 0 / 0 / 0.245
5_1_grt: 0 / 0 / 0.273
-- how the worst max path moves through the flow --
stage / start / to / slack (ns) / cells past startpoint
finish: nIn[0] / ssOut[3] / -0.40 / 6
CTS: nIn[0] / ssOut[3] / -0.40 / 6
global route: nIn[0] / ssOut[3] / -0.45 / 6
-- logic make-up (layout without fill, tap and decap cells) --
| kind of cell | after synthesis | in the layout |
|---|---|---|
| adders and majority gates | 6 | 6 |
| muxes | 3 | 3 |
| and+or+nand+nor | 11 | 11 |
| buffers and inverters | 5 | 29 |
| AOI/OAI and AO/OA | 6 | 6 |
-- per-stage QoR --
| stage | total power, mW | hold slack, ns | utilization, % |
|---|---|---|---|
| after global routing | 0.273 | 0.895 | 19.3 |
| after CTS | 0.246 | 0.848 | 19.2 |
| final | 0.245 | 0.844 | 19.3 |
| after global placement | 0.208 | 1.53 | 15.6 |
| after detailed placement | 0.209 | 1.52 | 15.6 |
| after floorplan | 0.0818 | 0.500 | - |
-- what timing repair did --
action,CTS,global route
gates resized,66,1
cloned,0,0
buffers inserted,6,0
endpoints found under the setup margin,7,7
pin swaps,11,3
Power figures rest on the tool's default switching activity, not on a simulated workload.
